**./design.v**
```verilog
module vc(  output reg [1:26] flit_buff,
            output reg credit,
            output reg is_new,
            input [1:26] flit,
            input next_router_credit,
            input load,
            input clock,
            input reset);
parameter S0= 2'b00, S1= 2'b01, S2= 2'b10;
parameter CREDIT_DELAY=16;
reg [1:0]state, next_state;
reg [4:0]credit_delay_counter;
wire [1:26]n_flit_buff;
wire n_credit;
wire n_is_new;
wire [4:0]n_credit_delay_counter;
always @(posedge clock or posedge reset)begin
    if(reset)
     begin
        state<= S0;
          flit_buff <= {26{1'b0}};
          credit <= 1'b1;
          credit_delay_counter <= 5'd0;
          is_new <= 1'd0;
     end
    else
     begin
          state <= next_state;
          flit_buff <= n_flit_buff;
          credit <= n_credit;
          credit_delay_counter <= n_credit_delay_counter;
          is_new <= n_is_new;
     end
end
always @(state or load or next_router_credit or credit_delay_counter)
begin
    next_state<= S0;
    case(state)
        S0: next_state <= ((load) ? S1: S0);
        S1: next_state <= ((next_router_credit == 1) ? S2: S1);        
        S2: next_state <= ((credit_delay_counter < CREDIT_DELAY) ? S2: S0);
    endcase
end
assign n_credit = (reset == 1'b0 ? (state == S0 ? 1'd1: 1'd0): 1'd1);
assign n_flit_buff = (reset == 1'b0 ? ((state == S0 && load == 1'b1) ? flit : flit_buff) : {26{1'b0}});
assign n_credit_delay_counter = (reset == 0 ?(state == S2 ? credit_delay_counter + 5'd1 : 5'd0): 5'd0);
assign n_is_new = (reset == 1'b0 ? (state == S1 ? 1'b1 : 1'b0) : 1'b0); 
endmodule
module  in_port(credit, flit_out, is_new, flit_in, credit_next_router, clock, reset);
parameter CREDIT_DELAY = 16;
parameter VC_NUM = 4;
    output [0:VC_NUM-1] credit;
    output [1:26*VC_NUM] flit_out;
    output [0:VC_NUM-1] is_new;
    input [1:26] flit_in;
    input [0:VC_NUM-1] credit_next_router;
    input clock;
    input reset;
wire [0:VC_NUM-1] vc_load;
wire [2:0] num[7:0];
assign num[0]=3'd0;
assign num[1]=3'd1;
assign num[2]=3'd2;
assign num[3]=3'd3;
assign num[4]=3'd4;
assign num[5]=3'd5;
assign num[6]=3'd6;
assign num[7]=3'd7;
generate
    genvar i;
    for(i=0; i<VC_NUM; i=i+1) begin : GEN_VC_LOAD
        assign vc_load[i] = |((flit_in [24:26]) ^ num[i][2:0]) ? 1'b0 : 1'b1;
    end
endgenerate
generate
    for (i=0; i<VC_NUM; i=i+1)
    begin : GEN_VC
        vc #(.CREDIT_DELAY(CREDIT_DELAY)) V(
                 .flit_buff(flit_out[i*26+1:(i+1)*26]),
             .credit(credit[i]),
             .is_new(is_new[i]),
             .flit(flit_in),
             .next_router_credit(credit_next_router[i]),
             .load(vc_load[i]),
             .clock(clock),
             .reset(reset));
    end
endgenerate
endmodule
```
**./run.sh**
```bash
#!/bin/bash
# OpenROAD 26Q1-2900-gdf79404cd8, Yosys 0.63+post, stock flow scripts
make -C /OpenROAD-flow-scripts/flow DESIGN_CONFIG=/design/flow/config.mk WORK_HOME=/design/flow/orfs finish
```
**./config.mk**
```make
export PLATFORM = sky130hd
export DESIGN_NAME = in_port
export DESIGN_NICKNAME = in_port
export VERILOG_FILES = /design/flow/design.v
export SDC_FILE = /design/flow/constraint.sdc
export NUM_CORES = 4
export LEC_CHECK = 1
export CORE_UTILIZATION = 50
```
**./constraint.sdc**
```tcl
current_design in_port

set clk_period 7.9
set clk_io_pct 0.2

create_clock -name clk0 -period $clk_period [get_ports {clock}]

set non_clock_inputs [all_inputs -no_clocks]
set_input_delay [expr $clk_period * $clk_io_pct] -clock clk0 $non_clock_inputs
set_output_delay [expr $clk_period * $clk_io_pct] -clock clk0 [all_outputs]
```
==> results_slide.txt <==
Implementation Results

Critical path
  – Slowest cell delay on critical path: around 660 ps
  – Worst path buffer plus inverter count: 2
  – CP Launch Type: input pin
  – Crit path DAT: about 3400 ps
  – Worst EP required: 8200 ps
  – Worst Setup Path Type: input pin to flip-flop
  – Crit. Startpoint: flit_in[25]
  – Worst Setup End Kind: flip-flop
  – Worst-path fanout max: 16
  – R2R Setup Slk: just over 6000 ps
  – Cell Chain, Critical Path: clkdlybuf4s50_1, nand4bb_2, buf_4, and3_1
  – Crit path max-delay family: buffers and inverters
  – Crit-path slowest cell: nand4bb_2
  – Launch point of the worst reg-to-reg path: GEN_VC[0].V.state[0]

Clock tree
  – CTS resizes: 0
  – CTS sink cnt: around 140
  – Clk buf depth: 2
  – H-tree depth: 4
  – Root buffer cell: clkbuf_16
  – Post-CTS Hold Buffers: 0
  – CTS tree: yes
  – Post-CTS Setup Inserts: 0
  – Worst-path clk slew: ~50 ps
  – TritonCTS Buffers: 17
  – Clock latency on the worst-skew pair: 410 ps

Finish
  – Logic area: 2360 um^2
  – Reg area: roughly 3600 um^2
  – Area delta synth->final: 33.3%
  – Most common logic cells in the final layout: 142 x clkdlybuf4s50_1, 136 x dfrtp_1, 119 x nand2b_1
  – Dominant logic cell type in the layout: clkdlybuf4s50_1
  – Filler Cells Inserted: just under 900
  – Ratio of cells with drive above 1 in the final layout: 10.8%

Final timing
  – Worst-Margin Slew: between 500 and 600 ps
  – Final setup fails: 0
  – Setup total negative slack: 0 ps
  – Count of pins over their slew limit: 0
  – Hold Fails Final Rpt: 0
  – RSZ-0062 raised after global routing: no
  – Clock Skews: roughly 5.5 ps
  – Worst relative slew slack: 60.3%
  – Share of the clock period used by the worst path: between 30% and 40%
  – Tmin final: between 3000 and 4000 ps
  – F_max: 319 MHz

Die
  – Die Span Y: ~110 um
  – Row count: approximately 40
  – Die Wd: ~110 um
  – Core area: between 10000 and 15000 um^2
  – Fp util: 51.6%
  – Number of I/O pins: between 100 and 150
  – Die Size: approximately 13000 um^2

Detailed routing
  – Vias: a little over 4000
  – Vias/cell: just under 5
  – DRT antenna net count: 0
  – DR DRC count: 0
  – Per-cell routed wire length: roughly 16 um
  – DR iter-0 viols: 208
  – Final WL: ~13000 um
  – First-pass DRT Iterations: 4
  – Antenna cells: 0

Synth
  – Yosys stat area: 6220 um^2
  – Ys async rst share: around 100%
  – Area leader share: a little over half
  – Number of enable flip-flop cells: 0
  – Yosys Instances: around 500
  – Mapped Cells: around 500
  – Post-synth regs: approximately 140
  – Ys Warns: 2
  – Syn Std Cell Area: just over 6000 um^2
  – Synth unique cells: 30
  – Top cells, area: dfrtp_1 55%, mux2i_1 16%, nand2b_1 12%
  – Synth area leader: dfrtp_1
  – Sequential area share after synthesis: between 50% and 60%
  – Avg Cell Area, Syn: roughly 12 um^2
  – Commonest flop: dfrtp_1

Global routing
  – First-pass GRT wire length: roughly 21000 um
  – Initial antenna violation count: 0
  – Vias in the first global route: just over 4000
  – Grt ovf: 0
  – Total GRT Usage: 22.3%
  – Largest net degree at the start of global routing: 76

Power and ir drop
  – Internal power: between 1 and 1.5 mW
  – Switching power: around 0.33 mW
  – Pwr dens: between 150 and 200 nW/um^2
  – Sequential cell fraction of total power: a little under half
  – Proportion of power drawn by combinational gates: between 4 and 5%
  – PnR Total Power: 1.60 mW
  – Switching Fraction: between 20% and 30%
  – Clock power share: ~48%
  – Peak VDD IR: 0.168 mV
  – Pleak: approximately 4 nW

Place
  – Port buffer count: about 140
  – Dpl hpwl: 8280 um
  – Routability Congestion: around 0.82

Flow run
  – Max-Cap Viols: 0
  – Tool warnings: 26

Run status
  – Status: completed

Min path
  – Worst min-delay path class: flip-flop to flip-flop
  – Hold Path Origin: GEN_VC[0].V.credit_delay_counter[0]
==> through the flow <==
stage	util [%]	worst slack, ps	cells	area, um^2	hold slack, ps
2_1_floorplan	-	342	501	6220	430
3_3_place_gp	63.9	4350	782	7710	445
3_5_place_dp	63.9	4350	782	7710	456
4_1_cts	68.7	4750	814	8290	464
5_1_grt	68.7	4660	814	8290	487
6_report	68.7	4770	814	8290	462
==> area by class of cell <==
cell class                 instances  share of cell area, %
sequential                       144                   43.6
multi-input combinational        309                   28.4
timing repair buffer             150                   17.9
clock buffer                      20                   5.63
tap                              168                   2.54
clock inverter                    12                   1.39
inverter                          11                  0.558
==> final timing paths <==
| path | to | depth (start not counted) |
|---|---|---|
| worst max-delay path | GEN_VC[1].V.flit_buff[24] | 4 |
| worst min-delay path | GEN_VC[0].V.credit_delay_counter[0] | 1 |
| worst max register to register | GEN_VC[0].V.flit_buff[25] | 3 |
| worst min register to register | GEN_VC[0].V.credit_delay_counter[0] | 1 |
| max in group asynchronous | GEN_VC[2].V.flit_buff[12] | 3 |
| min in group asynchronous | GEN_VC[2].V.flit_buff[4] | 2 |
==> logic make-up (layout without fill, tap and decap cells) <==
group           after synthesis  after routing  synth area share [%]
simple gates                185            185                  18.7
flops                       144            144                  58.1
mux                         100            100                  16.1
buf+inv                      48            193                  4.12
compound gates               16             16                  1.59
fa+ha+maj                     4              4                 0.805
xor+xnor                      4              4                 0.563
==> Yosys cell counts (8+ instances only) <==
cell      count
dfstp_2       8
buf_2         9
and3_1        9
nand3_1       8
or3b_2       10
clkbuf_1     17
o21ai_0       8
nand3b_1      9
mux2i_1     100
nor2_1       12
nand2b_1    119
inv_1        11
buf_4         8
dfrtp_1     136
==> metal layers <==
metal	vias up	wire, um	global-route usage, %
li1	1935	-	-
met1	1982	6250	37.6
met2	107	5760	32.2
met3	10	806	5.85
met4	0	142	2.63
met5	-	0	0
==> power by group through the flow <==
| stage | logic, mW | registers [mW] | clock network (mW) |
|---|---|---|---|
| final | 0.0757 | 0.749 | 0.772 |
| after global routing | 0.0847 | 0.749 | 0.823 |
| after CTS | 0.0775 | 0.749 | 0.789 |
==> worst reg2reg max path: cells and delay by family, from the launching register on <==
kind / cells / cell delay (ps)
flip-flops: 1 / 540
buffers and inverters: 1 / 300
AND/OR/NAND/NOR: 2 / 870
==> registers in the layout (all words and copies together) (netlist names) <==
register                       flops
GEN_VC.V.credit                    4
GEN_VC.V.credit_delay_counter     20
GEN_VC.V.flit_buff               104
GEN_VC.V.is_new                    4
GEN_VC.V.state                    12
Power is estimated from default activity; no workload was simulated.
